$ cat ./config.mk
export PLATFORM = sky130hd
export DESIGN_NAME = port_f5
export DESIGN_NICKNAME = port_f5
export VERILOG_FILES = /design/flow/design.v
export SDC_FILE = /design/flow/constraint.sdc
export NUM_CORES = 4
export LEC_CHECK = 1
export CORE_AREA = 10 10 109 109
export DIE_AREA = 0 0 119 119
$ cat ./constraint.sdc
current_design port_f5

set clk_period 2.4
set clk_io_pct 0.2

create_clock -name clk0 -period $clk_period

set non_clock_inputs [all_inputs -no_clocks]
set_input_delay [expr $clk_period * $clk_io_pct] -clock clk0 $non_clock_inputs
set_output_delay [expr $clk_period * $clk_io_pct] -clock clk0 [all_outputs]
$ cat ./design.v
module port_f5 (
  input        rst_i,
  input  [1:0] addr_i,
  input  [7:0] data_i,
  output [7:0] data_o,
  input        cs_i,
  input        rd_i,
  input        wr_i,
  input  [7:0] port_ax_i,
  output [7:0] port_bx_o,
  output [7:0] port_cx_o
);
reg [7:0] bx_q;
reg [7:0] cx_q;
wire      re_s;
wire      we_s;
assign re_s = (cs_i & rd_i);
assign we_s = (cs_i & wr_i);
always @(negedge we_s or posedge rst_i)
begin
  if (rst_i) begin
    bx_q <= 8'h00;
    cx_q <= 8'h00;
  end
  else begin
    if (addr_i == 2'b01)
      bx_q <= data_i;
    else if (addr_i == 2'b10)
      cx_q <= data_i;
    else if (addr_i == 2'b11 & ~data_i[7])
      cx_q[data_i[3:1]] <= data_i[0];
  end
end
assign data_o = (re_s & addr_i == 2'b00) ? port_ax_i :
                (re_s & addr_i == 2'b01) ? bx_q      :
                (re_s & addr_i == 2'b10) ? cx_q      :
                8'hFF;
assign port_bx_o = bx_q;
assign port_cx_o = cx_q;
endmodule
$ cat ./run.sh
#!/bin/bash
# OpenROAD 26Q1-2900-gdf79404cd8, Yosys 0.63+post, stock flow scripts
make -C /OpenROAD-flow-scripts/flow DESIGN_CONFIG=/design/flow/config.mk WORK_HOME=/design/flow/orfs finish
==> impl_metrics.json <==
{
  "first_pass_iters": 4,
  "dr.max_layer_used": "met3",
  "yosys-stat-area_um2": 1140,
  "grt_overflow": 0,
  "route.met2.wl_um": 1870,
  "grt_usage_pct": 5.77,
  "gp_congestion": 0.804,
  "synth_area_um2": 1140,
  "endpoint": "data_o[1]",
  "ys_warn_count": 1,
  "routed_wl_um": 4150,
  "synth_area_leader_cell": "dfrtn_1",
  "numSynthFlops": 16,
  "row_count": 36,
  "p_per_area_nw_per_um2": 125,
  "yosys.cell_types.count": 36,
  "die_area_um2": 14200,
  "place_ws_ns": -0.215,
  "hold_path_class": "input pin to output port",
  "top_cells_by_area": "dfrtn_1, mux2_2, nand2_1",
  "drive_above_1_share_pct": 15.8,
  "p_sw_mw": 0.0947,
  "yosysCellCount": 121,
  "end_kind": "output port",
  "io_pins": 46,
  "startpoint_type": "input pin",
  "fin_crit_sh_pct": 94.9,
  "avgSynthCellArea_um2": 9.39,
  "stdcell_count": 298,
  "wl_met3_um": 284,
  "worst-path-max-fanout": 1,
  "place_area_um2": 1780,
  "required_ns": 1.92,
  "total_leakage_power_nw": 0.693,
  "cp-startpoint": "port_ax_i[1]",
  "ant_nets": 0,
  "lay_top_cells": "clkdlybuf4s50_1, nand2_1, dfrtn_1, mux2_2, o22ai_1",
  "finalSetupTns_ns": 0,
  "fin_area_um2": 1830,
  "hold_viol_final": 0,
  "via_per_inst": 3.67,
  "arrival_ns": 1.80,
  "setup_violations": 0,
  "power_frac_clock_pct": 0,
  "synthCells": 121,
  "status": "complete, no violations",
  "rsz0062_at_grt": "false",
  "mostFrequentLayoutCell": "clkdlybuf4s50_1",
  "drc_errors": 0,
  "fmax_mhz": 439,
  "die_w_um": 119,
  "setup_ws_ns": 0.122,
  "fp_util_pct": 11.8,
  "top_area_share_pct": 35.2,
  "ir_worst_vdd_v": 0.0000526,
  "fin_crit_ns": 2.28,
  "post-place-cells": 296,
  "yosysSeqAreaShare_pct": 35.2,
  "worstSetupPathType": "input pin to output port",
  "tightestPinTransition_ns": 0.777,
  "synthToLayoutAreaGrowth_pct": 60.8,
  "power_frac_seq_pct": 10.9,
  "portBuffers": 46,
  "antenna_cells": 0,
  "die_h_um": 119,
  "wl_per_cell_um": 13.9,
  "switching_share_pct": 41.4,
  "p_comb_share_pct": 89.1,
  "antenna_found_initial": 0,
  "relSlewSlack_pct": 48.1,
  "drtIter0Drc": 68,
  "grt_pass1_wl_um": 6650,
  "grt_pass1_vias": 1134,
  "untimed_endpoints": 32,
  "max_cap_viol_count": 0,
  "dr_total_vias": 1095,
  "p_int_mw": 0.134,
  "finalPower_mw": 0.229,
  "warning_count": 34,
  "drv_slew": 0,
  "grt_max_degree": 17,
  "core_um2": 9640,
  "fillers": 1081,
  "unclocked_pins": 16,
  "dp_hpwl_um": 3310,
  "wirelength_met1_um": 2000
}
## kinds of logic after synthesis
logic type / count (synthesis) / share of synthesized area (%)
multiplexers: 14 / 13.9
AND/OR/NAND/NOR: 40 / 18.1
adder cells (fa/ha/maj): 3 / 3.30
XOR/XNOR: 2 / 3.19
buffers and inverters: 13 / 6.17
flip-flops: 16 / 35.2
AND-OR/OR-AND: 33 / 20.2
## per-layer routing
metal  vias up  global-route usage (%)
met1       527                    8.17
met5         -                       0
met2        33                    9.34
li1        535                       -
met3         0                    1.34
met4         0                       0
## metrics by stage
| stage | util (%) | hold WS (ns) |
|---|---|---|
| 3_3_place_gp | 18.5 | 2.13 |
| 3_5_place_dp | 18.5 | 2.14 |
| 6_report | 19.0 | 1.92 |
| 2_1_floorplan | - | 1.18 |
| 4_1_cts | 19.0 | 2.04 |
| 5_1_grt | 19.0 | 2.00 |
## flip-flops by register name, indices dropped and copies added (netlist names)
register / cells
bx_q: 8
cx_q: 8
## cells in the mapped netlist (all sizes together)
| cell type | n |
|---|---|
| a221o | 1 |
| nor2b | 3 |
| nor3 | 3 |
| nand2b | 4 |
| nand3 | 3 |
| a22oi | 2 |
| xor2 | 1 |
| inv | 4 |
| a21oi | 2 |
| and3b | 1 |
| and2b | 2 |
| xnor2 | 1 |
| dfrtn | 16 |
| a32oi | 4 |
| a22o | 1 |
| nand2 | 18 |
| and2 | 2 |
| or3b | 1 |
| a21boi | 1 |
| o2bb2ai | 1 |
| ha | 3 |
| mux2 | 14 |
| o211ai | 1 |
| a211oi | 1 |
| a41oi | 2 |
| buf | 9 |
| a31oi | 1 |
| nor2 | 3 |
| o22ai | 8 |
| o21ai | 6 |
| o31ai | 2 |
## critical path: stages
cell             delay [ns]
clkdlybuf4s50_1        0.42
mux2_2                 0.26
o22ai_1                0.13
nand2_1                0.09
clkdlybuf4s50_1        0.42
## repair_timing
action	4_1_cts	5_1_grt
gates resized	5	2
pin swaps	0	1
setup buffers	1	0
setup endpoints to repair	8	5
cloned	1	0
hold buffers	0	0
endpoints found under the hold margin	0	0
## final cells by class
cell class	count	area (um2)	area share, %
multi-input cells	92	676	37.0
repair buffers	53	569	31.2
flip-flops and latches	16	400	21.9
well taps	133	166	9.11
inverters	4	15.0	0.822
## power by group through the flow
stage / logic, mW / clock network, mW / registers (mW)
5_1_grt: 0.224 / 0 / 0.0260
6_report: 0.204 / 0 / 0.0250
4_1_cts: 0.206 / 0 / 0.0251
## worst min path at each step
| stage | startpoint | end | slack [ns] | cells after the start |
|---|---|---|---|---|
| 6_report | addr_i[1] | data_o[3] | 1.92 | 6 |
| 4_1_cts | addr_i[0] | data_o[0] | 2.04 | 5 |
| 5_1_grt | addr_i[1] | data_o[3] | 2.00 | 6 |
Power figures rest on the tool's default switching activity, not on a simulated workload.
