==> ./config.mk <==
export PLATFORM = sky130hd
export DESIGN_NAME = ori_core
export DESIGN_NICKNAME = ori_core
export VERILOG_FILES = /design/flow/design.v
export SDC_FILE = /design/flow/constraint.sdc
export NUM_CORES = 4
export LEC_CHECK = 1
export CORE_UTILIZATION = 40
==> ./constraint.sdc <==
current_design ori_core

set clk_period 3.7
set clk_io_pct 0.2

create_clock -name clk0 -period $clk_period [get_ports {clk_i}]

set non_clock_inputs [all_inputs -no_clocks]
set_input_delay [expr $clk_period * $clk_io_pct] -clock clk0 $non_clock_inputs
set_output_delay [expr $clk_period * $clk_io_pct] -clock clk0 [all_outputs]
==> ./design.v <==
module ori_addr_mux (
  input         clk_i,
  input         cke_ras_n_i,
  input         acc_cpu_i,
  input  [ 1:0] mbank_i,
  input  [ 1:0] vpage_i,
  input         ram_upper_en_i,
  input  [ 5:0] num_col_i,
  input  [ 7:0] num_row_i,
  input  [15:0] cpu_addr_i,
  output [17:0] ram_addr_o
);
reg [15:0] ram_addr_q;
reg [ 1:0] ram_bank_q;
always @(posedge clk_i)
begin
  if (cke_ras_n_i) begin
    if (acc_cpu_i) begin
      ram_addr_q = cpu_addr_i;
      if (ram_upper_en_i)
        ram_bank_q = 2'b00;
      else
        ram_bank_q = mbank_i;
    end
    else begin
      ram_addr_q = {vpage_i, num_col_i, num_row_i};
      ram_bank_q = 2'b00;
    end
  end
end
assign ram_addr_o = {ram_bank_q[1], ram_addr_q, ram_bank_q[0]};
endmodule
module ori_clk_gen (
  input  clk_i,
  input  por_i,
  output cke_10m_o
);
reg cke_10m_q;
always @(negedge clk_i, posedge por_i)
begin
  if (por_i)
    cke_10m_q <= 1'b0;
  else
    cke_10m_q <= ~cke_10m_q;
end
assign cke_10m_o = ~cke_10m_q;
endmodule
module ori_col_mux (
  input        clk_i,
  input        cke_10m_i,
  input        blank_i,
  input  [3:0] pix_col_i,
  output [3:0] rgb_r_o,
  output [3:0] rgb_g_o,
  output [3:0] rgb_b_o
);
reg [3:0] col_s;
reg [3:0] rgb_r_q, rgb_g_q, rgb_b_q;
always @*
begin
  if (~blank_i)
    col_s = pix_col_i;
  else
    col_s = 4'h0;
end
always @(posedge clk_i)
begin
  if (cke_10m_i) begin
    rgb_r_q <= {col_s[2], col_s[2], col_s[3], 1'b0};
    rgb_g_q <= {col_s[1], col_s[1], col_s[3], 1'b0};
    rgb_b_q <= {col_s[0], col_s[0], col_s[3], 1'b0};
  end
end
assign rgb_r_o = rgb_r_q;
assign rgb_g_o = rgb_g_q;
assign rgb_b_o = rgb_b_q;
endmodule
module ori_core (
  input         clk_i,
  input         por_i,
  input         rst_i,
  input  [ 2:0] vmode_i,
  input  [ 1:0] mbank_i,
  input  [ 1:0] vpage_i,
  input         ram_upper_en_i,
  output        cpu_f1_o,
  output        cpu_f2_o,
  input  [15:0] cpu_addr_i,
  input  [ 7:0] cpu_data_i,
  input         cpu_sync_i,
  input         cpu_dbin_i,
  output        cpu_m1_o,
  output        cpu_ramw_o,
  output [17:0] ram_addr_o,
  input  [15:0] ram_data_i,
  output        ram_ce_o,
  output        ram_oe_o,
  output        rgb_hsync_n_o,
  output        rgb_vsync_n_o,
  output [ 3:0] rgb_r_o,
  output [ 3:0] rgb_g_o,
  output [ 3:0] rgb_b_o
);
wire cke_10m_s;
wire cpu_f1_s, cpu_f2_s;
wire cpu_m1_s;
wire cpu_ramw_s;
wire hor_inc_s;
wire[5:0] cnt_hor_s;
wire hsync_n_s, hblank_s;
wire[8:0] cnt_vert_s;
wire vsync_n_s, vblank_s;
wire blank_s;
wire [3:0] pix_col_s;
wire [3:0] rgb_r_s, rgb_g_s, rgb_b_s;
wire acc_cpu_s;
wire cke_pix_s;
wire cke_ras_n_s;
wire[17:0] ram_addr_s;
wire ram_ce_s;
wire ram_oe_s;
ori_clk_gen clk_gen (
  .clk_i          (clk_i),
  .por_i          (por_i),
  .cke_10m_o      (cke_10m_s)
);
ori_hor_vert hor_vert (
  .clk_i          (clk_i),
  .cke_10m_i      (cke_10m_s),
  .por_i          (por_i),
  .hor_inc_i      (hor_inc_s),
  .cnt_hor_o      (cnt_hor_s),
  .hsync_n_o      (hsync_n_s),
  .hblank_o       (hblank_s),
  .cnt_vert_o     (cnt_vert_s),
  .vsync_n_o      (vsync_n_s),
  .vblank_o       (vblank_s),
  .blank_o        (blank_s)
);
ori_ctrl ctrl (
  .clk_i          (clk_i),
  .por_i          (por_i),
  .rst_i          (rst_i),
  .cke_10m_i      (cke_10m_s),
  .cpu_sync_i     (cpu_sync_i),
  .cpu_dbin_i     (cpu_dbin_i),
  .cpu_f1_o       (cpu_f1_s),
  .cpu_f2_o       (cpu_f2_s),
  .hor_inc_o      (hor_inc_s),
  .acc_cpu_o      (acc_cpu_s),
  .cke_pix_o      (cke_pix_s),
  .ram_ce_o       (ram_ce_s),
  .ram_oe_o       (ram_oe_s),
  .cpu_ramw_o     (cpu_ramw_s),
  .cke_ras_n_o    (cke_ras_n_s)
);
ori_cpu cpu (
  .clk_i          (clk_i),
  .rst_i          (rst_i),
  .cpu_f1_i       (cpu_f1_s),
  .cpu_sync_i     (cpu_sync_i),
  .cpu_dbin_i     (cpu_dbin_i),
  .cpu_data_i     (cpu_data_i),
  .cpu_m1_o       (cpu_m1_s)
);
ori_addr_mux addr_mux (
  .clk_i          (clk_i),
  .cke_ras_n_i    (cke_ras_n_s),
  .acc_cpu_i      (acc_cpu_s),
  .mbank_i        (mbank_i),
  .vpage_i        (vpage_i),
  .ram_upper_en_i (ram_upper_en_i),
  .num_col_i      (cnt_hor_s),
  .num_row_i      (cnt_vert_s[7:0]),
  .cpu_addr_i     (cpu_addr_i),
  .ram_addr_o     (ram_addr_s)
);
ori_pixel pixel (
  .clk_i          (clk_i),
  .cke_10m_i      (cke_10m_s),
  .cke_pix_i      (cke_pix_s),
  .por_i          (por_i),
  .vmode_i        (vmode_i),
  .acc_cpu_i      (acc_cpu_s),
  .ram_data_i     (ram_data_i),
  .pix_col_o      (pix_col_s)
);
ori_col_mux col_mux (
  .clk_i          (clk_i),
  .cke_10m_i      (cke_10m_s),
  .blank_i        (blank_s),
  .pix_col_i      (pix_col_s),
  .rgb_r_o        (rgb_r_s),
  .rgb_g_o        (rgb_g_s),
  .rgb_b_o        (rgb_b_s)
);
assign cpu_f1_o   = cpu_f1_s;
assign cpu_f2_o   = cpu_f2_s;
assign cpu_m1_o   = cpu_m1_s;
assign cpu_ramw_o = cpu_ramw_s;
assign rgb_hsync_n_o = hsync_n_s;
assign rgb_vsync_n_o = vsync_n_s;
assign rgb_r_o       = rgb_r_s;
assign rgb_g_o       = rgb_g_s;
assign rgb_b_o       = rgb_b_s;
assign ram_addr_o = ram_addr_s;
assign ram_ce_o   = ram_ce_s;
assign ram_oe_o   = ram_oe_s;
endmodule
module ori_cpu (
  input        clk_i,
  input        rst_i,
  input        cpu_f1_i,
  input        cpu_sync_i,
  input        cpu_dbin_i,
  input  [7:0] cpu_data_i,
  output       cpu_m1_o
);
reg       cpu_m1_q;
always @(posedge clk_i)
begin
  if (cpu_f1_i & cpu_sync_i)
    cpu_m1_q <= cpu_data_i[5];
  else if (cpu_f1_i & ~cpu_dbin_i)
    cpu_m1_q <= 1'b0;
end
assign cpu_m1_o   = cpu_m1_q;
endmodule
module ori_ctrl (
  input  clk_i,
  input  por_i,
  input  rst_i,
  input  cke_10m_i,
  input  cpu_sync_i,
  input  cpu_dbin_i,
  output cpu_f1_o,
  output cpu_f2_o,
  output hor_inc_o,
  output acc_cpu_o,
  output cke_pix_o,
  output ram_ce_o,
  output ram_oe_o,
  output cpu_ramw_o,
  output cke_ras_n_o
);
reg[3:0] cnt_q;
reg cpu_f1_q;
reg cpu_f2_q;
reg hor_inc_q;
reg acc_cpu_q;
wire cke_acc_s;
reg ram_ras_n_q, ram_cas_n_q;
reg ram_ce_q;
reg ram_oe_q;
reg ram_we_q;
always @(posedge clk_i or posedge por_i)
begin
  if (por_i) begin
    cnt_q     <= 4'd0;
    cpu_f1_q  <= 1'b1;
    cpu_f2_q  <= 1'b0;
    hor_inc_q <= 1'b0;
    ram_we_q  <= 1'b0;
  end  
  else begin
    cnt_q <= cnt_q + 4'd1;
    if (cnt_q[2:0] == 3'b111 | cnt_q[2:0] == 3'b000)
      cpu_f1_q <= 1'b1;
    else
      cpu_f1_q <= 1'b0; 
    if (~cnt_q[2] | cnt_q[2:0] == 3'b100)
      cpu_f2_q <= 1'b1;
    else
      cpu_f2_q <= 1'b0;
    if (cnt_q[3:0] == 4'b1101 | cnt_q[3:0] == 4'b1110)
      hor_inc_q <= 1'b1;
    else   
      hor_inc_q <= 1'b0;
    if (cnt_q[2:0] == 3'd3)
      ram_ce_q <= 1'b1;
    else if (cnt_q[2:0] == 3'd1)
      ram_ce_q <= 1'b0;
    if (cnt_q[2:0] == 3'd3 & acc_cpu_q & ~cpu_dbin_i)
      ram_we_q <= 1'b1;
    else if (cnt_q[2:0] == 3'd1)
      ram_we_q <= 1'b0;
  end
end
assign cke_acc_s = cke_10m_i & cnt_q[2:0] == 3'b001;
always @(posedge clk_i)
begin
  if (cke_acc_s) acc_cpu_q <= cpu_sync_i;
end
assign cpu_f1_o    = cpu_f1_q;
assign cpu_f2_o    = cpu_f2_q;
assign hor_inc_o   = hor_inc_q;
assign acc_cpu_o   = acc_cpu_q;
assign cke_pix_o   = cke_10m_i & cnt_q[3:0] == 4'd1;
assign cke_ras_n_o = cke_10m_i & cnt_q[2:0] == 3'b011;
assign cpu_ramw_o  = ram_we_q;
assign ram_ce_o    = ram_ce_q;
assign ram_oe_o    = ~ram_we_q & ram_ce_q;
endmodule
module ori_hor_vert (
  input        clk_i,
  input        cke_10m_i,
  input        por_i,
  input        hor_inc_i, 
  output [5:0] cnt_hor_o,
  output       hsync_n_o,
  output       hblank_o,
  output [8:0] cnt_vert_o,
  output       vsync_n_o,
  output       vblank_o,
  output       blank_o
);
reg  [5:0] cnt_hor_q;
reg        hor_active_q;
reg        hsync_n_q, hblank_q, delay_hblank_q;
wire       ver_inc_s;
reg  [8:0] cnt_vert_q;
reg        vsync_n_q, vblank_q;
always @(posedge clk_i or posedge por_i)
begin
  if (por_i) begin
    cnt_hor_q    <= 6'd0;
    hor_active_q <= 1'b0;
    hsync_n_q    <= 1'b1;
    hblank_q     <= 1'b0;
    cnt_vert_q   <= 9'd0;
    vsync_n_q    <= 1'b1;
    vblank_q     <= 1'b0;
  end
  else begin
    if (cke_10m_i) begin
      if (hor_inc_i) begin
        if (cnt_hor_q == 6'd15 & hor_active_q) begin
          cnt_hor_q <= 6'd0;
          hor_active_q <= 1'b0;
        end
        else
          cnt_hor_q <= cnt_hor_q + 6'd1;
        if (cnt_hor_q == 6'd47)
          hor_active_q <= 1'b1;
        if (cnt_hor_q == 6'd59)
          hsync_n_q <= 1'b0;
        else if (cnt_hor_q == 6'd63)
          hsync_n_q <= 1'b1;
        if (cnt_hor_q == 6'd48)
          hblank_q <= 1'b1;
        else if (cnt_hor_q == 6'd0 & ~hor_active_q)
          hblank_q <= 1'b0;
      end
      if (ver_inc_s) begin
        if (cnt_vert_q == 9'd311)
          cnt_vert_q <= 9'd0;
        else
          cnt_vert_q <= cnt_vert_q + 9'd1;
        if (cnt_vert_q == 9'd283)
          vsync_n_q <= 1'b0;
        else if (cnt_vert_q == 9'd287)
          vsync_n_q <= 1'b1;
        if (cnt_vert_q == 9'd255)
          vblank_q <= 1'b1;
        else if (cnt_vert_q == 9'd311)
          vblank_q <= 1'b0;
      end
    end
  end
end
assign ver_inc_s = hor_inc_i & cnt_hor_q == 6'd59;
always @(posedge clk_i)
begin
  if (cke_10m_i) delay_hblank_q <= hblank_q;
end
assign cnt_hor_o  = cnt_hor_q;
assign hsync_n_o  = hsync_n_q;
assign hblank_o   = delay_hblank_q;
assign cnt_vert_o = cnt_vert_q;
assign vsync_n_o  = vsync_n_q;
assign vblank_o   = vblank_q;
assign blank_o    = hblank_o | vblank_o;
endmodule
module ori_pixel (
  input         clk_i,
  input         cke_10m_i,
  input         cke_pix_i,
  input         por_i,
  input  [ 2:0] vmode_i,
  input         acc_cpu_i,
  input  [15:0] ram_data_i,
  output [ 3:0] pix_col_o
);
reg [7:0] pix_shift_q, col_shift_q, col_pix_q;
reg [7:0] pix_tmp_q, col_tmp_q;
reg [3:0] dot_col_s;
always @(posedge clk_i or posedge por_i)
begin
  if (por_i) begin
    pix_shift_q <= 8'h00;
    col_shift_q <= 8'h00;
    col_pix_q   <= 8'h00;
    pix_tmp_q   <= 8'h00;
    col_tmp_q   <= 8'h00;
  end
  else begin
    if (cke_10m_i) begin
      pix_shift_q[7:1] <= pix_shift_q[6:0];
      col_shift_q[7:1] <= col_shift_q[6:0];
    end
    if (~acc_cpu_i) begin
      pix_tmp_q <= ram_data_i[ 7:0];
      col_tmp_q <= ram_data_i[15:8];
    end
    if (cke_pix_i) begin
      if (acc_cpu_i) begin
        pix_shift_q <= pix_tmp_q;
        col_shift_q <= col_tmp_q;
        col_pix_q   <= col_tmp_q;
      end
      else begin
        pix_shift_q <= ram_data_i[ 7:0];
        col_shift_q <= ram_data_i[15:8];
        col_pix_q   <= ram_data_i[15:8];
      end
    end
  end
end
always @*
begin
  case (vmode_i)
    3'h0   : dot_col_s = pix_shift_q[7] ? 4'h2 : 4'h0;
    3'h1   : dot_col_s = pix_shift_q[7] ? 4'he : 4'h9;
    3'h4   : case ({pix_shift_q[7], col_shift_q[7]})
               2'b00: dot_col_s = 4'h0;
               2'b01: dot_col_s = 4'h4;
               2'b10: dot_col_s = 4'h2;
               2'b11: dot_col_s = 4'h1;
             endcase
    3'h5   : case ({pix_shift_q[7], col_shift_q[7]})
               2'b00: dot_col_s = 4'h3;
               2'b01: dot_col_s = 4'h7;
               2'b10: dot_col_s = 4'h6;
               2'b11: dot_col_s = 4'h5;
             endcase
    3'h6,
    3'h7   : dot_col_s = pix_shift_q[7] ? col_pix_q[3:0] : col_pix_q[7:4];
    default: dot_col_s = 4'h0;
  endcase
end
assign pix_col_o = dot_col_s;
endmodule
==> ./run.sh <==
#!/bin/bash
# OpenROAD 26Q1-2900-gdf79404cd8, Yosys 0.63+post, stock flow scripts
make -C /OpenROAD-flow-scripts/flow DESIGN_CONFIG=/design/flow/config.mk WORK_HOME=/design/flow/orfs finish
==> impl_metrics.py <==
# Generated from Yosys and OpenROAD reports
metrics = {
    "clock_network": {
        "hold_buffers": 0,
        "cts_sinks": 94,
        "insertion_delay_ns": 0.36,
        "cts_tree": "done",
        "cts_root_buffer": "clkbuf_8",
        "cts_resized": 0,
        "clockBufferDepth": 2,
        "clk_pin_slew_worst_paths_ns": 0.08,
        "numCtsBuffers": 9,
        "htreeDepth": 3,
        "postCtsSetupBuffers": 0,
    },
    "critical_path": {
        "crit_required_ns": 3.98,
        "path_class": "reg2reg",
        "startpoint_type": "register",
        "path_max_fanout": 11,
        "critPathArrivalTime_ns": 3.75,
        "endpoint_kind": "register",
    },
    "outcome": {
        "status": "finished clean",
    },
    "pwr": {
        "irDropWorstVdd_mv": 0.227,
        "p_int_mw": 1.60,
        "p_switching_mw": 0.374,
        "p_comb_frac": 0.047,
        "switching_share": 0.190,
        "power_frac_clock": 0.406,
        "power_leakage_nw": 2.23,
        "power.share.sequential": 0.548,
        "powerDensity_mw_per_mm2": 366,
    },
    "timing": {
        "hold-worst-slack_ns": 0.486,
        "worst_slew_pin_slew_ns": 0.619,
        "fin_skew_ns": 0.0235,
        "finalHoldViolCount": 0,
        "setup_viol": 0,
        "max_slew_margin": 0.587,
        "rsz0062_at_grt": "no",
        "slew_viol_final": 0,
        "fin_setup_tns_ns": 0,
    },
    "die": {
        "num_io_pins": 91,
        "rows": 37,
        "dieArea_mm2": 0.0110,
        "chipWidth_um": 105,
        "core-area_mm2": 0.0103,
        "fp_util": 0.411,
        "die_h_um": 105,
    },
    "drt": {
        "drt_wl_total_um": 7680,
        "wl_per_cell_um": 13.4,
        "ant_nets": 0,
        "detail_route.iter0.violations": 124,
        "vias": 2801,
        "routed_via_density": 4.88,
        "antenna_cells": 0,
        "dr.pass1.iters": 6,
        "drc_errors": 0,
    },
    "global_routing": {
        "grt_pass1_wl_um": 13000,
        "antenna_found_initial": 0,
        "first_global_vias": 2691,
        "grt_max_degree": 50,
        "track_usage": 0.153,
        "grt_remaining_overflow": 0,
    },
    "logic_synthesis": {
        "async_flop_share": 0.723,
        "yosysUniqueCellTypes": 50,
        "avgSynthCellArea_um2": 11.9,
        "yosysWarnings": 7,
        "synthAoiAreaFrac": 0.0817,
        "edf_count": 26,
        "logic_family": "simple AND/OR/NAND/NOR gates",
        "yosys.stat.seqShare": 0.588,
        "post-synth-top-area-cell": "dfrtp_1",
        "yosys_cells": 356,
        "fa_ha_area_frac": 0.0296,
        "ys_area_mm2": 0.00423,
        "ys_sh_simple": 0.127,
        "synth_area_mm2": 0.00423,
        "ys_sh_xor": 0.0166,
        "ff_type": "dfrtp_1",
        "ys.flops": 94,
        "top_area_frac": 0.379,
        "syn_inst": 356,
        "area_leaders": "dfrtp_1, edfxtp_1, mux2_2",
        "synth.area.mux_share": 0.106,
    },
    "cells_and_area": {
        "drive_gt1_frac": 0.162,
        "lay_top_count": "clkdlybuf4s50_1",
        "final.fill_count": 881,
        "lay_top_cells": "clkdlybuf4s50_1, dfrtp_1, mux2_2",
        "syn_to_final_growth_pct": 27.3,
    },
    "run": {
        "warning_count": 38,
        "maxCapViolations": 0,
    },
    "place": {
        "io_buffers": 79,
        "finalWeightedCongestion": 0.784,
        "dp_hpwl_um": 5290,
    },
    "worst_hold_path": {
        "min_path_type": "reg2reg",
    },
}
## synth_stat cells, types with 5 or more instances
cell and number:
nor3_1 5, nor2_1 35, mux2_2 38, inv_1 20
edfxtp_1 26, buf_4 8, a22oi_1 7, clkbuf_1 10
ha_1 10, dfrtp_1 64, nand2_1 31, a21oi_1 5
o21ai_0 22, o31ai_1 7, nand3_1 8
## cell type report
type                       instances  area [µm²]  share of cell area
tap                              136         170              0.0316
clock buffer                      14         185              0.0344
clock inverter                     2        60.1              0.0112
sequential                        94        2490               0.462
multi-input combinational        220        1540               0.287
timing repair buffer              88         858               0.159
inverter                          20        78.8              0.0146
## worst max-delay path: stages (launching register included)
cell and delay (ns):
dfrtn_1 0.35, nand4b_4 0.19, or3_4 0.47, nor3_1 0.20, mux2_2 0.35
## power by group through the flow
stage                 clock network, mW  logic [mW]  registers (mW)
after CTS                         0.830      0.0948            1.08
after global routing              0.873       0.103            1.08
final                             0.799      0.0926            1.08
## path summary, 6_finish.rpt
| check | startpoint | slack [ns] | cells past startpoint | end |
|---|---|---|---|---|
| max | clk_gen.cke_10m_q$_DFF_NP0_ | 0.23 | 4 | hor_vert.vsync_n_q$_DFFE_PP1P_ |
| min | pixel.col_shift_q[4]$_DFFE_PP0P_ | 0.49 | 2 | pixel.col_shift_q[4]$_DFFE_PP0P_ |
| max reg2reg | clk_gen.cke_10m_q$_DFF_NP0_ | 0.23 | 4 | hor_vert.vsync_n_q$_DFFE_PP1P_ |
| min reg2reg | pixel.col_shift_q[4]$_DFFE_PP0P_ | 0.49 | 2 | pixel.col_shift_q[4]$_DFFE_PP0P_ |
| max in group asynchronous | por_i | 1.19 | 2 | clk_gen.cke_10m_q$_DFF_NP0_ |
| min in group asynchronous | por_i | 0.83 | 3 | hor_vert.cnt_hor_q[1]$_DFFE_PP0P_ |
## registers in the layout, summed over array words and instances, names as in the netlist, 2 cells and up
name                 flops
col_mux.rgb_g_q          2
addr_mux.ram_bank_q      2
addr_mux.ram_addr_q     16
hor_vert.cnt_hor_q       6
pixel.pix_shift_q        8
pixel.col_shift_q        7
ctrl.cnt_q               4
pixel.col_pix_q          8
hor_vert.cnt_vert_q      9
pixel.pix_tmp_q          8
pixel.col_tmp_q          8
## per-layer routing
metal,global-route usage,up-vias,wire length [µm]
li1,-,1390,-
met1,0.267,1321,3780
met2,0.213,78,3350
met3,0.0305,12,412
met4,0.0211,0,140
met5,0,-,0
## metrics by stage
| step | std cells | worst slack (ns) | util | total power [mW] | instance area (µm²) |
|---|---|---|---|---|---|
| 5_1_grt | 574 | 0.112 | 0.524 | 2.06 | 5380 |
| 3_5_place_dp | 558 | 0.196 | 0.500 | 1.19 | 5140 |
| 6_report | 574 | 0.231 | 0.524 | 1.97 | 5380 |
| 3_3_place_gp | 558 | 0.204 | 0.500 | 1.19 | 5140 |
| 4_1_cts | 574 | 0.231 | 0.524 | 2.00 | 5380 |
| 2_1_floorplan | 358 | 0.0244 | - | 1.14 | 4240 |
## logic make-up (layout without fill, tap and decap cells)
kind of cell / after synthesis / in the layout
buf+inv: 44 / 124
flops: 94 / 94
compound gates: 54 / 54
simple gates: 105 / 105
xor+xnor: 8 / 8
mux: 40 / 40
other cells: 1 / 3
fa+ha+maj: 10 / 10
Power is estimated from default activity; no workload was simulated.
